## run.sh

```bash
#!/bin/bash
# OpenROAD 26Q1-2900-gdf79404cd8, Yosys 0.63+post, stock flow scripts
make -C /OpenROAD-flow-scripts/flow DESIGN_CONFIG=/design/flow/config.mk WORK_HOME=/design/flow/orfs finish
```

## config.mk

```make
export PLATFORM = sky130hd
export DESIGN_NAME = ps2lab1
export DESIGN_NICKNAME = ps2lab1
export VERILOG_FILES = /design/flow/design.v
export SDC_FILE = /design/flow/constraint.sdc
export NUM_CORES = 4
export LEC_CHECK = 1
export CORE_UTILIZATION = 40
```

## constraint.sdc

```tcl
current_design ps2lab1

set clk_period 1.0
set clk_io_pct 0.2

create_clock -name clk0 -period $clk_period [get_ports {CLOCK_50}]

set non_clock_inputs [all_inputs -no_clocks]
set_input_delay [expr $clk_period * $clk_io_pct] -clock clk0 $non_clock_inputs
set_output_delay [expr $clk_period * $clk_io_pct] -clock clk0 [all_outputs]
```

## design.v

```verilog
module hex_7seg(hex_digit,seg);
input [3:0] hex_digit;
output [6:0] seg;
reg [6:0] seg;
always @ (hex_digit)
case (hex_digit)
		4'h0: seg = 7'b1000000;
		4'h1: seg = 7'b1111001; 	 
		4'h2: seg = 7'b0100100; 	 
		4'h3: seg = 7'b0110000; 	 
		4'h4: seg = 7'b0011001; 	 
		4'h5: seg = 7'b0010010; 	 
		4'h6: seg = 7'b0000010; 	 
		4'h7: seg = 7'b1111000; 	 
		4'h8: seg = 7'b0000000; 	 
		4'h9: seg = 7'b0011000; 	 
		4'ha: seg = 7'b0001000;
		4'hb: seg = 7'b0000011;
		4'hc: seg = 7'b1000110;
		4'hd: seg = 7'b0100001;
		4'he: seg = 7'b0000110;
		4'hf: seg = 7'b0001110;
endcase
endmodule
module keyboard(keyboard_clk, keyboard_data, clock50, reset, read, scan_ready, scan_code);
input keyboard_clk;
input keyboard_data;
input clock50;  
input reset;
input read;
output scan_ready;
output [7:0] scan_code;
reg ready_set;
reg [7:0] scan_code;
reg scan_ready;
reg read_char;
reg clock;  
reg [3:0] incnt;
reg [8:0] shiftin;
reg [7:0] filter;
reg keyboard_clk_filtered;
always @ (posedge ready_set or posedge read)
if (read == 1) scan_ready <= 0;
else scan_ready <= 1;
always @(posedge clock50)
	clock <= ~clock;
always @(posedge clock)
begin
   filter <= {keyboard_clk, filter[7:1]};
   if (filter==8'b1111_1111) keyboard_clk_filtered <= 1;
   else if (filter==8'b0000_0000) keyboard_clk_filtered <= 0;
end
always @(posedge keyboard_clk_filtered)
begin
   if (reset==1)
   begin
      incnt <= 4'b0000;
      read_char <= 0;
   end
   else if (keyboard_data==0 && read_char==0)
   begin
	read_char <= 1;
	ready_set <= 0;
   end
   else
   begin
	   if (read_char == 1)
   		begin
      		if (incnt < 9) 
      		begin
				incnt <= incnt + 1'b1;
				shiftin = { keyboard_data, shiftin[8:1]};
				ready_set <= 0;
			end
		else
			begin
				incnt <= 0;
				scan_code <= shiftin[7:0];
				read_char <= 0;
				ready_set <= 1;
			end
		end
	end
end
endmodule
module oneshot(output reg pulse_out, input trigger_in, input clk);
reg delay;
always @ (posedge clk)
begin
	if (trigger_in && !delay) pulse_out <= 1'b1;
	else pulse_out <= 1'b0;
	delay <= trigger_in;
end 
endmodule
module ps2lab1(
  input  CLOCK_50,
  input  [3:0]  KEY,
  input  [17:0]  SW,
  output  [6:0]  HEX0, HEX1, HEX2, HEX3, HEX4, HEX5, HEX6, HEX7,
  output  [8:0]  LEDG,   
  output  [17:0]  LEDR,   
  input	PS2_DAT,
  input	PS2_CLK,
  inout  [35:0]  GPIO_0, GPIO_1
);
assign  GPIO_0    =  36'hzzzzzzzzz;
assign  GPIO_1    =  36'hzzzzzzzzz;
wire RST;
assign RST = KEY[0];
assign LEDR[17:0] = SW[17:0];
assign LEDG = 0;
wire reset = 1'b0;
wire [7:0] scan_code;
reg [7:0] history[1:4];
wire read, scan_ready;
oneshot pulser(
   .pulse_out(read),
   .trigger_in(scan_ready),
   .clk(CLOCK_50)
);
keyboard kbd(
  .keyboard_clk(PS2_CLK),
  .keyboard_data(PS2_DAT),
  .clock50(CLOCK_50),
  .reset(reset),
  .read(read),
  .scan_ready(scan_ready),
  .scan_code(scan_code)
);
hex_7seg dsp0(history[1][3:0],HEX0);
hex_7seg dsp1(history[1][7:4],HEX1);
hex_7seg dsp2(history[2][3:0],HEX2);
hex_7seg dsp3(history[2][7:4],HEX3);
hex_7seg dsp4(history[3][3:0],HEX4);
hex_7seg dsp5(history[3][7:4],HEX5);
hex_7seg dsp6(history[4][3:0],HEX6);
hex_7seg dsp7(history[4][7:4],HEX7);
always @(posedge scan_ready)
begin
	history[4] <= history[3];
	history[3] <= history[2];
	history[2] <= history[1];
	history[1] <= scan_code;
end
endmodule
```

==> results.txt <==
The synthesis and place-and-route flow finished, so here is a summary.

OpenROAD reports that the post-layout worst path occupies 64.2% of the period. The first routing iteration left 206 violations. The effective utilization at floorplan is 41.1%. The tightest min-delay check is of the flip-flop to flip-flop type. The final max-slew violation count is 0. Overall power consumption after layout is estimated at 0.765 mW. Synthesis produced a netlist whose cell count is 526. The remaining antenna violation count came out at 0.

The via-per-instance ratio came out at 4.28. The delay contributed by the slowest stage of the critical path is 460 ps. The total wirelength of the detailed-routed design came out at 7260 µm. For reference, the most critical setup path is categorized as flip-flop to flip-flop. The stage logs contain a warning count of 70. The number of placement rows came out at 42. Of all flip-flops after synthesis, the portion carrying an async set or reset was 0.862%.

The core footprint came out at 13,300 µm². The buffer levels on the longest clock path came out at 2. The endpoint identified for the worst register-to-register timing path is kbd.clock$_DFF_P_. Summed over all cells, the static leakage comes to 2.57 nW.

The wire-length estimate of the detail-placed layout is 5630 µm. The total die area is 14,100 µm². The mean area per synthesized cell is 10.4 µm².

Recorded from the global router log, the overflow total was 0. Clock skew on the completed layout was measured at 1.17 ps. The flow ran to the end, and the final reports show no timing, DRC or antenna violations. Based on the critical path, the design can be clocked at up to 1560 MHz. The hold violation total from the final report came out at 0. The synthesis report names the predominant flop master as sky130_fd_sc_hd__dfxtp_1. The total iterations of the first detailed-routing run came out at 6.

The routability congestion estimate from global placement came out at 0.786. The tree is rooted in a sky130_fd_sc_hd__clkbuf_16. The largest net degree at the start of global routing is 48. The buffers plus inverters on the worst setup path is 1. The count of max-cap constraint violations came out at 0. Per the timing report, the most critical flop-to-flop path originates at kbd.clock$_DFF_P_. The report gives the cell count of the worst hold path as 1. Before any placement, the netlist area is recorded as 5460 µm².

Per the repair_timing log after CTS, setup buffers inserted total 0. The clock tree from TritonCTS is done. The element type at the critical path end is a flip-flop. In the synthesis report, Yosys lists the chip area as 5460 µm². The number of I/O port buffers came out at 58.

In the final timing run, aggregate negative setup slack is 0 ps. The number of buffers added to fix hold violations after cts came out at 0. The fraction of final layout cells sized beyond drive strength 1 is 4.16%. 190 endpoints have no timing constraint. The total number of vias came out at 3,122.

STA reports a reg2reg setup slack of 360 ps. The data arrival at the endpoint of the critical path is 740 ps. Grouping stages by cell kind, the critical path spends the most delay in flip-flops. The setup-violating endpoint count in the final report came out at 0.

The number of levels the H-tree was split into came out at 1. The cell area power density is 131 nW/µm². The peak supply drop is 1520 µV. The number of warnings printed during yosys synthesis came out at 8. The pin slew with the least headroom to its limit is 727 ps. The number of cell instances after yosys synthesis came out at 526. The routed wire length per instance is 9.96 µm. The clock-pin slew of the registers on the worst-case setup and hold paths is 30 ps. The top fanout value on the critical path came out at 10. The wire length of the first global-routing pass is 11,900 µm.

The number of antenna violations at the first check in global routing came out at 0. The horizontal extent of the die came out at 119 µm. The worst hold path begins at pulser.delay$_DFF_P_. The relative slew slack came out at 51.4%. Per the synthesis report, the number of distinct cell types is 37. The number of flops mapped to enable cells by yosys came out at 21. The post-layout minimum cycle time is 642 ps. Per the detail_route report, inserted antenna diodes total 0. The number of global-route vias before repair was 2,677. During I/O placement, the number of pins put on the boundary was 180. The number of inserted filler cells in the final layout is 1,220. In this run, synthesis produced a sequential element count of 116. The aggregate global-route resource usage is 10.2%. The data required time at the worst endpoint is 1100 ps.

The number of instances resized during post-cts repair is 0. The clock buffer count from CTS is 3. The sequential-to-total area share from yosys stat is 46.5%. Setup repair after global routing left no endpoint under its margin. The slowest stage of the critical path is the sky130_fd_sc_hd__dfxtp_1 cell.

The area growth from synthesis to layout came out at 6.62%. STA classifies the critical path startpoint as a flip-flop. The height of the chip is 119 µm. The timer found 113 register pins that no clock reaches; their paths are not timed. The post-route core utilization came out at 43.8%.

The number of remaining DRC errors came out at 0. Per STA, the worst path is made up of inv_1. The end point of the most critical hold path is pulser.pulse_out$_DFF_P_. The depth of the worst register-to-register path came out at 1. The clock latency on the worst-skew pair came out at 220 ps.
[cell usage after synthesis, types with 2 or more instances]
master	n	area (µm²)
sky130_fd_sc_hd__a211oi_1	3	22.5
sky130_fd_sc_hd__a21oi_1	12	60.1
sky130_fd_sc_hd__a22o_1	7	61.3
sky130_fd_sc_hd__a32o_1	6	60.1
sky130_fd_sc_hd__and2_1	2	12.5
sky130_fd_sc_hd__buf_2	4	20.0
sky130_fd_sc_hd__buf_4	103	773
sky130_fd_sc_hd__clkbuf_1	9	33.8
sky130_fd_sc_hd__conb_1	2	7.51
sky130_fd_sc_hd__dfxtp_1	94	1880
sky130_fd_sc_hd__edfxtp_1	21	631
sky130_fd_sc_hd__ha_1	50	626
sky130_fd_sc_hd__inv_1	30	113
sky130_fd_sc_hd__mux2_2	15	169
sky130_fd_sc_hd__mux2i_1	20	200
sky130_fd_sc_hd__nand2_1	35	131
sky130_fd_sc_hd__nand2b_1	8	50.1
sky130_fd_sc_hd__nand3_1	3	15.0
sky130_fd_sc_hd__nand4_1	2	12.5
sky130_fd_sc_hd__nor2_1	23	86.3
sky130_fd_sc_hd__nor2b_1	11	68.8
sky130_fd_sc_hd__nor3b_1	4	30.0
sky130_fd_sc_hd__o211ai_1	2	15.0
sky130_fd_sc_hd__o21ai_0	31	155
sky130_fd_sc_hd__o21ai_1	2	10.0
sky130_fd_sc_hd__o22ai_1	8	50.1
sky130_fd_sc_hd__o2bb2ai_1	4	35.0
sky130_fd_sc_hd__o31ai_1	4	30.0
sky130_fd_sc_hd__or2_2	2	12.5
sky130_fd_sc_hd__or4_1	2	15.0
[how the worst max path moves through the flow]
| stage | start | endpoint | slack [ps] | cells past startpoint |
|---|---|---|---|---|
| CTS | kbd.clock$_DFF_P_ | kbd.clock$_DFF_P_ | 360 | 1 |
| global route | kbd.clock$_DFF_P_ | kbd.clock$_DFF_P_ | 330 | 1 |
| finish | kbd.clock$_DFF_P_ | kbd.clock$_DFF_P_ | 360 | 1 |
[per-stage QoR]
| step | hold WS, ps | setup slack (ps) | area [µm²] | std cells |
|---|---|---|---|---|
| after floorplan | 367 | 439 | 5760 | 606 |
| after global placement | 371 | 410 | 5740 | 725 |
| after detailed placement | 375 | 369 | 5740 | 725 |
| after CTS | 388 | 362 | 5820 | 729 |
| after global routing | 400 | 330 | 5820 | 729 |
| final | 382 | 358 | 5820 | 729 |
[layout make-up]
class	instances	area [µm²]	area share, %
Clock buffer	4	78.8	1.35
Inverter	30	113	1.93
Multi-Input combinational cell	344	2280	39.2
Sequential cell	116	2540	43.6
Tap cell	176	220	3.78
Timing Repair Buffer	59	588	10.1
[where the power goes]
group	switching, mW	internal [mW]
clock network	0.101	0.525
logic	0.00974	0.00757
registers	0	0.122
total	0.110	0.655
[sequential cells by signal, indices dropped and copies added (netlist names)]
signal,cells
kbd.scan_code,8
pulser.pulse_out,1
history,24
pulser.delay,1
kbd.ready_set,1
kbd.scan_ready,1
kbd.shiftin,9
kbd.keyboard_clk_filtered,1
HEX1,7
HEX3,7
kbd.filter,8
kbd.read_char,1
HEX7,7
HEX6,7
kbd.clock,1
HEX2,7
kbd.incnt,4
HEX5,7
HEX0,7
HEX4,7
[cells by family after synthesis]
| logic type | count (synthesis) | share of synthesized area [%] |
|---|---|---|
| flops | 116 | 46.5 |
| buf+inv | 146 | 17.2 |
| fa+ha+maj | 50 | 11.5 |
| compound gates | 82 | 9.67 |
| simple gates | 94 | 8.16 |
| mux | 35 | 6.76 |
| other cells | 2 | 0.138 |
| xor+xnor | 1 | 0.160 |
[per-layer routing]
metal / global-route usage (%) / share of wire (%) / vias up / routed length, µm
li1: - / - / 1629 / -
met1: 16.0 / 50 / 1410 / 3620
met3: 1.32 / 4.2 / 0 / 305
met4: 0 / 0 / 0 / 0
met5: 0 / 0 / - / 0
met2: 16.7 / 46 / 83 / 3340
[cell usage in the layout, fill, tap and decap left out]
| cell | n |
|---|---|
| sky130_fd_sc_hd__o21ai_1 | 2 |
| sky130_fd_sc_hd__o211ai_1 | 2 |
| sky130_fd_sc_hd__o22ai_1 | 8 |
| sky130_fd_sc_hd__o2bb2ai_1 | 4 |
| sky130_fd_sc_hd__nand2b_1 | 8 |
| sky130_fd_sc_hd__o31a_1 | 1 |
| sky130_fd_sc_hd__clkbuf_16 | 3 |
| sky130_fd_sc_hd__and2_1 | 2 |
| sky130_fd_sc_hd__xnor2_1 | 1 |
| sky130_fd_sc_hd__a21boi_2 | 1 |
| sky130_fd_sc_hd__nand3_1 | 3 |
| sky130_fd_sc_hd__and2_0 | 1 |
| sky130_fd_sc_hd__clkbuf_1 | 1 |
| sky130_fd_sc_hd__conb_1 | 82 |
| sky130_fd_sc_hd__o21ai_0 | 31 |
| sky130_fd_sc_hd__edfxtp_1 | 21 |
| sky130_fd_sc_hd__o31ai_1 | 4 |
| sky130_fd_sc_hd__nand2_1 | 35 |
| sky130_fd_sc_hd__mux2_2 | 15 |
| sky130_fd_sc_hd__nor3_1 | 1 |
| sky130_fd_sc_hd__buf_4 | 1 |
| sky130_fd_sc_hd__clkdlybuf4s50_1 | 58 |
| sky130_fd_sc_hd__ha_1 | 50 |
| sky130_fd_sc_hd__inv_1 | 30 |
| sky130_fd_sc_hd__nand4_1 | 2 |
| sky130_fd_sc_hd__nor2b_1 | 11 |
| sky130_fd_sc_hd__nor2_1 | 23 |
| sky130_fd_sc_hd__a32o_1 | 6 |
| sky130_fd_sc_hd__dfrtp_2 | 1 |
| sky130_fd_sc_hd__mux2i_1 | 20 |
| sky130_fd_sc_hd__a22o_1 | 7 |
| sky130_fd_sc_hd__dfxtp_1 | 94 |
| sky130_fd_sc_hd__or2_2 | 2 |
| sky130_fd_sc_hd__o41ai_1 | 1 |
| sky130_fd_sc_hd__a21oi_1 | 12 |
| sky130_fd_sc_hd__or4_1 | 2 |
| sky130_fd_sc_hd__a211oi_1 | 3 |
| sky130_fd_sc_hd__nor3b_1 | 4 |
Power and IR drop assume default switching activity.

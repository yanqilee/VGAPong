==> design.v <==
module bars(input [9:0] x, input [9:0] y,
	output [9:0] red, output [9:0] green, output [9:0] blue, input [9:0] left_pos,
	input [9:0] right_pos, input [9:0] ball_pos_x, input [9:0] ball_pos_y);
	reg [2:0] idx;
	wire [9:0] left_bot, right_bot, ball_right, ball_bot;
	assign left_bot = left_pos + 80;
	assign right_bot = right_pos + 80;
	assign ball_right = ball_pos_x + 16;
	assign ball_bot = ball_pos_y + 16;
	always @(x) begin
		if (x < 80 && y < 60) idx <= 3'd0;
		else if (x < 160 && y < 60) idx <= 3'd1;
		else if (x < 240 && y < 60) idx <= 3'd0;
		else if (x < 320 && y < 60) idx <= 3'd1;
		else if (x < 400 && y < 60) idx <= 3'd0;
		else if (x < 480 && y < 60) idx <= 3'd1;
		else if (x < 560 && y < 60) idx <= 3'd0;
		else if (x < 640 && y < 60) idx <= 3'd1;
		else if (x < 80 && y < 120) idx <= 3'd1;
		else if (x < 160 && y < 120) idx <= 3'd0;
		else if (x < 240 && y < 120) idx <= 3'd1;
		else if (x < 320 && y < 120) idx <= 3'd0;
		else if (x < 400 && y < 120) idx <= 3'd1;
		else if (x < 480 && y < 120) idx <= 3'd0;
		else if (x < 560 && y < 120) idx <= 3'd1;
		else if (x < 640 && y < 120) idx <= 3'd0;
		else if (x < 80 && y < 180) idx <= 3'd0;
		else if (x < 160 && y < 180) idx <= 3'd1;
		else if (x < 240 && y < 180) idx <= 3'd0;
		else if (x < 320 && y < 180) idx <= 3'd1;
		else if (x < 400 && y < 180) idx <= 3'd0;
		else if (x < 480 && y < 180) idx <= 3'd1;
		else if (x < 560 && y < 180) idx <= 3'd0;
		else if (x < 640 && y < 180) idx <= 3'd1;
		else if (x < 80 && y < 240) idx <= 3'd1;
		else if (x < 160 && y < 240) idx <= 3'd0;
		else if (x < 240 && y < 240) idx <= 3'd1;
		else if (x < 320 && y < 240) idx <= 3'd0;
		else if (x < 400 && y < 240) idx <= 3'd1;
		else if (x < 480 && y < 240) idx <= 3'd0;
		else if (x < 560 && y < 240) idx <= 3'd1;
		else if (x < 640 && y < 240) idx <= 3'd0;
		else if (x < 80 && y < 300) idx <= 3'd0;
		else if (x < 160 && y < 300) idx <= 3'd1;
		else if (x < 240 && y < 300) idx <= 3'd0;
		else if (x < 320 && y < 300) idx <= 3'd1;
		else if (x < 400 && y < 300) idx <= 3'd0;
		else if (x < 480 && y < 300) idx <= 3'd1;
		else if (x < 560 && y < 300) idx <= 3'd0;
		else if (x < 640 && y < 300) idx <= 3'd1;
		else if (x < 80 && y < 360) idx <= 3'd1;
		else if (x < 160 && y < 360) idx <= 3'd0;
		else if (x < 240 && y < 360) idx <= 3'd1;
		else if (x < 320 && y < 360) idx <= 3'd0;
		else if (x < 400 && y < 360) idx <= 3'd1;
		else if (x < 480 && y < 360) idx <= 3'd0;
		else if (x < 560 && y < 360) idx <= 3'd1;
		else if (x < 640 && y < 360) idx <= 3'd0;
		else if (x < 80 && y < 420) idx <= 3'd0;
		else if (x < 160 && y < 420) idx <= 3'd1;
		else if (x < 240 && y < 420) idx <= 3'd0;
		else if (x < 320 && y < 420) idx <= 3'd1;
		else if (x < 400 && y < 420) idx <= 3'd0;
		else if (x < 480 && y < 420) idx <= 3'd1;
		else if (x < 560 && y < 420) idx <= 3'd0;
		else if (x < 640 && y < 420) idx <= 3'd1;
		else if (x < 80 && y > 419) idx <= 3'd1;
		else if (x < 160 && y > 419) idx <= 3'd0;
		else if (x < 240 && y > 419) idx <= 3'd1;
		else if (x < 320 && y > 419) idx <= 3'd0;
		else if (x < 400 && y > 419) idx <= 3'd1;
		else if (x < 480 && y > 419) idx <= 3'd0;
		else if (x < 560 && y > 419) idx <= 3'd1;
		else if (x < 640 && y > 419) idx <= 3'd0;
		else idx <= 3'd0;
		if (x > 20 & x < 36 & y > left_pos & y < left_bot) idx <= 3'd7;
		if (x > 604 & x < 620 & y > right_pos & y < right_bot) idx <=3'd7;
		if (x > ball_pos_x & x < ball_right & y > ball_pos_y & y < ball_bot) idx <=3'd7;
	end
	assign red = (idx[0]? 10'h3ff: 10'h000);
	assign green = (idx[1]? 10'h3ff: 10'h000);
	assign blue = (idx[2]? 10'h3ff: 10'h000);
endmodule
==> run.sh <==
#!/bin/bash
# OpenROAD 26Q1-2900-gdf79404cd8, Yosys 0.63+post, stock flow scripts
make -C /OpenROAD-flow-scripts/flow DESIGN_CONFIG=/design/flow/config.mk WORK_HOME=/design/flow/orfs finish
==> config.mk <==
export PLATFORM = sky130hd
export DESIGN_NAME = bars
export DESIGN_NICKNAME = bars
export VERILOG_FILES = /design/flow/design.v
export SDC_FILE = /design/flow/constraint.sdc
export NUM_CORES = 4
export LEC_CHECK = 1
export CORE_UTILIZATION = 30
==> constraint.sdc <==
current_design bars

set clk_period 4.7
set clk_io_pct 0.2

create_clock -name clk0 -period $clk_period

set non_clock_inputs [all_inputs -no_clocks]
set_input_delay [expr $clk_period * $clk_io_pct] -clock clk0 $non_clock_inputs
set_output_delay [expr $clk_period * $clk_io_pct] -clock clk0 [all_outputs]
==> Changelog: implementation <==
## Implementation

- Power Total: approximately 360 uW
- Ratio of cells with drive above 1 in the final layout: 0.194
- Hold Crit Depth: 7
- Initial antenna violation count: 0
- Core Region: 7810 um^2
- Total Wirelength: 6930 um
- Die Height: between 90 and 100 um
- WS Path Type: primary input to output pin
- Most frequent cells in the layout: clkdlybuf4s50_1 (67), ha_1 (62), inv_1 (47)
- Vias per cell: between 4 and 5
- GP Congestion: between 0.9 and 1
- Power Dens Cells: roughly 96 nW/um^2
- Yosys simple share: 0.174
- PortBufs: 90
- WP data required: ~3.8 ns
- GRT Total Usage: 0.165
- I/O Pins: around 90
- Initial DRC Count: 121
- Maximum vdd ir drop: about 34 uV
- Slew HR: 0.744
- Area reported by Yosys stat: 2440 um^2
- Vias in the first global route: 2470
- Critical path data arrival time: approximately 3.6 ns
- Hold slack: between 3 and 4 ns
- Inserted Diodes: 0
- Complex Gates by Area: 0.241
- FP Util: 0.312
- Startpoint types: primary input
- Mux frac, synth: 0.00411
- Hold crit path type: primary input to output pin
- P&R area growth vs syn: 55.7%
- Commonest Layout Cell: clkdlybuf4s50_1
- Yosys warning count: 1
- Clock Buffer Count: 0
- Largest combinational cell category by area: adder cells
- Status: complete, no violations
- Reg area: 0 um^2
- Cells after synthesis: 333
- Yosys cell types: 46
- First-pass GRT wire length: roughly 12000 um
- Final hold vios: 0
- WL per Instance: around 13 um
- Post-DP HPWL: 5840 um
- Fmax: 220 MHz
- Worst-margin pin slew: ~0.38 ns
- Max-slew violations: 0
- Syn Area/Cell: 7.32 um^2
- CTS Hold Buffers Added: 0
- Final Cell Area: about 3800 um^2
- Final core occ: 0.486
- Largest cells by area: ha_1 (35%), buf_4 (8.6%), inv_1 (7.7%), xnor2_1 (5.4%), a21oi_1 (4.1%)
- Via count: ~2.7k
- Hold path startpoint: y[8]
- Ys cells: around 330
- Fin crit share: 0.967
- Endpoints failing setup: 0
- Total negative slack: 0 ns
- Die Size: about 8500 um^2
- Crit Path Max Fanout: 20
- Post-DRT Antenna Nets: 0
- Yosys top cell area share: 0.349
- Die width: between 90 and 100 um
- Tmin final: approximately 4.5 ns
- Synth Area in Adders: 0.349
- Post-placement cell area: 3550 um^2
- Cell type with the largest total area: ha_1
- Drt drc: 0
- Mapped Area: 2440 um^2
- Sequential area share after synthesis: 0
- Largest net degree at the start of global routing: 21
- MaxCap Viol Count: 0
- Tool Warnings: 36
- TritonRoute pass-1 iters: 5
- Pleak: around 0.0018 uW
- Flops: 0
- Hold worst-path end: red[2]
- Congestion Overflow GR: 0
- Core Rows: 32
- Setup crit end kind: output pin
- XOR Share, Synth: 0.0611
## per-stage QoR
stage / cells / setup WS, ns
2_1_floorplan: 333 / 0.170
3_3_place_gp: 535 / -0.350
3_5_place_dp: 535 / -0.412
4_1_cts: 540 / 0.00304
5_1_grt: 541 / -0.0147
6_report: 541 / 0.154
## power by group
| part | total (uW) | internal, uW | switching [uW] |
|---|---|---|---|
| clock | 0 | 0 | 0 |
| sequential | 0 | 0 | 0 |
| combinational | 365 | 206 | 159 |
| total | 365 | 206 | 159 |
## cell usage after synthesis (3+ instances only)
cell type / count
nor3_1: 9
nor2b_1: 6
a21oi_1: 20
and4_1: 4
buf_4: 28
ha_1: 68
nand2_1: 15
o2111ai_1: 3
xnor2_1: 15
a31oi_1: 8
nor4_1: 3
o21a_1: 8
o211ai_1: 5
nor2_1: 13
a211oi_1: 5
a21o_1: 5
o21ai_0: 12
o31ai_1: 4
inv_1: 50
nand4_1: 4
nand3_1: 13
## layer usage
layer / wire length (um) / track usage
met1: 3440 / 0.239
met2: 3050 / 0.283
met3: 405 / 0.0110
met4: 38 / 0.00911
met5: 0 / 0
## layout make-up
class | instances | area (um^2)
repair buffers | 136 | 1260
inverters | 51 | 191
well taps | 102 | 128
fillers | 770 | 4020
multi-input cells | 252 | 2210
## critical path, cell delays in order
cell and delay (ns):
clkdlybuf4s50_1 0.51, nand3_2 0.09, xnor2_1 0.13, ha_1 0.30, a211oi_2 0.19, o221ai_1 0.15
a211oi_2 0.18, o311ai_2 0.14, o31ai_2 0.19, buf_4 0.18, buf_12 0.14, clkdlybuf4s50_1 0.46
## logic make-up (layout without fill, tap and decap cells)
family                   after synthesis  in the layout
AND-OR/OR-AND                         86             87
XOR/XNOR                              17             17
adder cells (fa/ha/maj)               68             68
buffers and inverters                 82            187
multiplexers                           1              1
AND/OR/NAND/NOR                       79             79
## worst max-delay path by stage
| stage | from | to | slack, ns | depth (start not counted) |
|---|---|---|---|---|
| final | ball_pos_y[8] | blue[7] | 0.15 | 12 |
| after global routing | ball_pos_y[5] | red[4] | -0.01 | 14 |
| after CTS | right_pos[5] | red[6] | 0.003 | 13 |
## repair_timing
item / 4_1_cts / 5_1_grt
buffers inserted: 4 / 1
pin swaps: 17 / 21
resized: 32 / 38
cloned: 1 / 0
setup endpoints to repair: 30 / 27
Power is estimated from default activity; no workload was simulated.
